==> /design/flow/design.v <==
`default_nettype none
module uart_phy_txd #(
	parameter CLOCK_FREQUENCY	= 50000000,
	parameter UART_BAUDRATE		= 115200,
	parameter UART_STOPBIT		= 1
) (
	input wire			clk,
	input wire			reset,
	output wire			in_ready,
	input wire			in_valid,
	input wire  [7:0]	in_data,
	output wire			txd,
	input wire			cts
);
	localparam CLOCK_DIVNUM = (CLOCK_FREQUENCY / UART_BAUDRATE) - 1;
	localparam INIT_BITCOUNT = (UART_STOPBIT > 1)? 11 : 10;
	wire			reset_sig = reset;				 
	wire			clock_sig = clk;				 
	reg [11:0]		divcount_reg;
	reg [3:0]		bitcount_reg;
	reg [8:0]		txd_reg;
	reg [1:0]		ctsin_reg;
	assign in_ready = (bitcount_reg == 4'd0)? ctsin_reg[1] : 1'b0;
	assign txd = txd_reg[0];
	always @(posedge clock_sig or posedge reset_sig) begin
		if (reset_sig) begin
			divcount_reg <= 1'd0;
			bitcount_reg <= 1'd0;
			txd_reg <= 9'h1ff;
			ctsin_reg <= 2'b00;
		end
		else begin
			ctsin_reg <= {ctsin_reg[0], cts};
			if (bitcount_reg == 4'd0) begin
				if (in_valid && ctsin_reg[1]) begin
					divcount_reg <= CLOCK_DIVNUM[11:0];
					bitcount_reg <= INIT_BITCOUNT[3:0];
					txd_reg <= {in_data, 1'b0};
				end
			end
			else begin
				if (divcount_reg == 0) begin
					divcount_reg <= CLOCK_DIVNUM[11:0];
					bitcount_reg <= bitcount_reg - 1'd1;
					txd_reg <= {1'b1, txd_reg[8:1]};
				end
				else begin
					divcount_reg <= divcount_reg - 1'd1;
				end
			end
		end
	end
endmodule
module uart_phy_rxd #(
	parameter CLOCK_FREQUENCY	= 50000000,
	parameter UART_BAUDRATE		= 115200,
	parameter UART_STOPBIT		= 1
) (
	input wire			clk,
	input wire			reset,
	input wire			out_ready,
	output wire			out_valid,
	output wire [7:0]	out_data,
	output wire [1:0]	out_error,		 
	input wire			rxd,
	output wire			rts
);
	localparam CLOCK_DIVNUM = (CLOCK_FREQUENCY / UART_BAUDRATE) - 1;
	localparam BIT_CAPTURE  = (CLOCK_DIVNUM / 2);
	wire			reset_sig = reset;				 
	wire			clock_sig = clk;				 
	reg [2:0]		rxdin_reg;
	reg				rts_reg;
	reg [11:0]		divcount_reg;
	reg [3:0]		bitcount_reg;
	reg [7:0]		shift_reg;
	reg [7:0]		outdata_reg;
	reg				outvalid_reg;
	reg				overflow_reg;
	reg				stoperror_reg;
	always @(posedge clock_sig or posedge reset_sig) begin
		if (reset_sig) begin
			rxdin_reg <= 3'b111;
			divcount_reg <= 1'd0;
			bitcount_reg <= 1'd0;
			shift_reg <= 8'h00;
			outvalid_reg <= 1'b0;
			outdata_reg  <= 8'h00;
			overflow_reg <= 1'b0;
			stoperror_reg <= 1'b0;
			rts_reg <= 1'b0;
		end
		else begin
			rxdin_reg <= {rxdin_reg[1:0], rxd};
			rts_reg <= (!out_ready && outvalid_reg)? 1'b0 : 1'b1;
			if (out_ready && outvalid_reg) begin
				overflow_reg <= 1'b0;
				outvalid_reg <= 1'b0;
			end
			else if (divcount_reg == 0 && bitcount_reg == 4'd1 && rxdin_reg[2] == 1'b1) begin
				overflow_reg <= outvalid_reg;
				outvalid_reg <= 1'b1;
			end
			if (bitcount_reg == 4'd0) begin
				if (rxdin_reg[2:1] == 2'b10) begin
					divcount_reg <= BIT_CAPTURE[11:0];
					bitcount_reg <= 4'd10;
				end
			end
			else begin
				if (divcount_reg == 0) begin
					divcount_reg <= CLOCK_DIVNUM[11:0];
					if (bitcount_reg == 4'd10) begin			 
						if (rxdin_reg[2] != 1'b0) begin
							bitcount_reg <= 4'd0;
						end
						else begin
							bitcount_reg <= bitcount_reg - 1'd1;
						end
					end
					else if (bitcount_reg == 4'd1) begin		 
						if (rxdin_reg[2] != 1'b1) begin
							stoperror_reg <= 1'b1;
						end
						else begin
							outdata_reg  <= shift_reg;
							stoperror_reg <= 1'b0;
						end
						bitcount_reg <= bitcount_reg - 1'd1;
					end
					else begin
						bitcount_reg <= bitcount_reg - 1'd1;
						shift_reg <= {rxdin_reg[2], shift_reg[7:1]};
					end
				end
				else begin
					divcount_reg <= divcount_reg - 1'd1;
				end
			end
		end
	end
	assign rts = rts_reg;
	assign out_valid = outvalid_reg;
	assign out_data  = outdata_reg;
	assign out_error = {stoperror_reg, overflow_reg};
endmodule
==> /design/flow/run.sh <==
#!/bin/bash
# OpenROAD 26Q1-2900-gdf79404cd8, Yosys 0.63+post, stock flow scripts
make -C /OpenROAD-flow-scripts/flow DESIGN_CONFIG=/design/flow/config.mk WORK_HOME=/design/flow/orfs finish
==> /design/flow/config.mk <==
export PLATFORM = sky130hd
export DESIGN_NAME = uart_phy_txd
export DESIGN_NICKNAME = uart_phy_txd
export VERILOG_FILES = /design/flow/design.v
export SDC_FILE = /design/flow/constraint.sdc
export NUM_CORES = 4
export LEC_CHECK = 1
export CORE_AREA = 10 10 98 98
export DIE_AREA = 0 0 108 108
==> /design/flow/constraint.sdc <==
current_design uart_phy_txd

set clk_period 7.0
set clk_io_pct 0.2

create_clock -name clk0 -period $clk_period [get_ports {clk}]

set non_clock_inputs [all_inputs -no_clocks]
set_input_delay [expr $clk_period * $clk_io_pct] -clock clk0 $non_clock_inputs
set_output_delay [expr $clk_period * $clk_io_pct] -clock clk0 [all_outputs]
==> Flow_metrics.wiki <==
== Flow metrics ==
{| class="wikitable"
! Metric !! Value
|-
| Status || complete, no violations
|-
| Share of total power in sequential cells || 0.616
|-
| RR Startpoint || divcount_reg[0]$_DFFE_PP0P_
|-
| Max-capacitance violation count || 0
|-
| Startpoint type of the worst setup path || register
|-
| Final non-filler cell total || 255
|-
| Launch point of the critical path || bitcount_reg[0]$_DFFE_PP0P_
|-
| Net switching fraction of the power || 0.2020
|-
| Finished Core Util || 0.2188
|-
| Final Max-Slew Violation Tally || 0
|-
| H-tree depth || 1
|-
| Critical path type || register to output port
|-
| Detailed-route DRC error count || 0
|-
| CTS tree || done
|-
| Fraction of power consumed by combinational cells || 0.042
|-
| Distinct lib cells || 39
|-
| Register clock-pin slew on the reported worst setup and hold paths || 0.09 ns
|-
| Largest stage delay on the critical path || 0.46 ns
|-
| Sinks on the clock net || 27
|-
| Routed via count divided by cell count || 4.125
|-
| Number of standard cells after synthesis || 139
|-
| Asr flop ratio synth || 1.000
|-
| Per-instance average area after synthesis || 9.956 um^2
|-
| Initial core utilization || 0.1810
|-
| Pin slew with the least headroom to its limit || 0.5053 ns
|-
| Ys Warns || 1
|-
| Fraction of the yosys area taken by sequential cells || 0.4964
|-
| Net switching power || 0.05148 mW
|-
| End point of the critical path || in_ready
|-
| Cells along the critical path || inv_1, ha_1, nor3b_2, and2_1, clkdlybuf4s50_1
|-
| Internal reg-to-reg setup slack || 4.72 ns
|-
| Worst min-delay path startpoint || ctsin_reg[0]$_DFF_PP0_
|-
| Total die size || 11660 um^2
|-
| Horizontal die dimension || 108 um
|-
| Number of detailed-route iterations in the first pass || 4
|-
| Final Hold Violation Tally || 0
|-
| Largest net degree at the start of global routing || 28
|-
| Summed instance area of the synthesized netlist || 1384 um^2
|-
| Cell Pwr Density || 152.4 nW/um^2
|-
| Yosys cell count || 139
|-
| Crit-path slowest cell || sky130_fd_sc_hd__clkdlybuf4s50_1
|-
| Final-report setup violation count || 0
|-
| Vias in the first global route || 1047
|-
| Capture point of the worst reg-to-reg path || bitcount_reg[3]$_DFFE_PP0P_
|-
| Number of top-level pins || 14
|-
| First-pass GRT wire length || 4912 um
|-
| Gr usage total || 0.05037
|-
| Worst path arrival time || 2.00 ns
|-
| Layout-stage area growth over the synthesis result || 20.89%
|-
| Number of buffers inserted by hold repair at cts || 0
|-
| Final setup TNS || 0 ns
|-
| DR vias || 1052
|-
| Number of flip-flops under the largest register name || 12
|-
| Post-synth tally of flip-flops with integrated enable || 0
|-
| First-iteration detailed-routing DRC count || 64
|-
| Clk latency late pin || 0.27 ns
|-
| Worst vdd ir || 0.09624 mV
|-
| Setup repair after global routing missed its margin || no
|-
| Max-Slew Margin vs Limit || 0.6624
|-
| Core outline area || 7647 um^2
|-
| Type of the tightest min-delay check || register to register
|-
| Number of antenna violations at the first check in global routing || 0
|-
| Total CTS buffers || 3
|-
| Tool warning count || 26
|-
| Count of buffers from port buffering || 13
|-
| Final-layout worst hold slack || 0.3625 ns
|-
| Inserted Diodes || 0
|-
| Portion of total power attributed to the clock network || 0.343
|-
| Gp weighted congestion || 0.8475
|-
| Int Pwr || 0.2034 mW
|-
| Max Buffers Root-to-Sink || 2
|-
| Row count || 32
|-
| Placed cell count || 251
|-
| Floorplan die height || 108 um
|-
| Nature of the critical path endpoint || output port
|-
| Shortest clock period the worst path allows after layout || 3.405 ns
|-
| Antenna Violating Nets Remaining || 0
|-
| Worst-case reg-to-reg path depth || 6
|-
| Number of buffers inserted to repair setup after CTS || 0
|-
| Clk root buf || sky130_fd_sc_hd__clkbuf_8
|-
| Synthesized chip area reported by yosys || 1384 um^2
|-
| Final HPWL DP || 1981 um
|-
| Post-CTS Resized || 0
|-
| Final worst path period share || 0.4864
|-
| Wirelength, routed || 2791 um
|-
| Largest fanout of any net on the critical path || 7
|-
| Average routed wire per standard cell || 10.95 um
|-
| Leakage || 0.6985 nW
|-
| Primary FF master, synth || sky130_fd_sc_hd__dfrtp_1
|-
| Achievable Freq || 0.2937 GHz
|-
| Worst path required time || 5.60 ns
|-
| GRT Residual Overflow || 0
|-
| Final clock skew || 0.002488 ns
|-
| FF+latch count, synth || 27
|-
| Fraction of layout instances using a drive strength above 1 || 0.1895
|}
-- metal layers --
layer  GRT usage  share of wire  vias up
met5           0              0        -
li1            -              -      521
met1     0.07458           0.53      497
met3     0.01807          0.068        2
met2     0.07198           0.39       32
met4    0.003817         0.0064        0
-- worst min-delay path by stage --
stage                                    end  slack (ns)  depth (start not counted)
after global routing  ctsin_reg[1]$_DFF_PP0_        0.38                          0
final                 ctsin_reg[1]$_DFF_PP0_        0.36                          0
after CTS             ctsin_reg[1]$_DFF_PP0_        0.37                          0
-- synth_stat cells (2+ instances only) --
master | instances | area (um^2)
sky130_fd_sc_hd__buf_2 | 2 | 10.01
sky130_fd_sc_hd__o22ai_1 | 8 | 50.05
sky130_fd_sc_hd__nand4_1 | 2 | 12.51
sky130_fd_sc_hd__a21oi_2 | 6 | 52.55
sky130_fd_sc_hd__nor3_1 | 3 | 15.01
sky130_fd_sc_hd__ha_1 | 3 | 37.54
sky130_fd_sc_hd__o21ai_0 | 8 | 40.04
sky130_fd_sc_hd__dfstp_2 | 9 | 236.5
sky130_fd_sc_hd__clkbuf_1 | 2 | 7.510
sky130_fd_sc_hd__mux2i_1 | 2 | 20.02
sky130_fd_sc_hd__a21oi_1 | 4 | 20.02
sky130_fd_sc_hd__nand2_1 | 8 | 30.03
sky130_fd_sc_hd__nor2_1 | 8 | 30.03
sky130_fd_sc_hd__nor3b_1 | 2 | 15.01
sky130_fd_sc_hd__or3_1 | 5 | 31.28
sky130_fd_sc_hd__nand3_1 | 13 | 65.06
sky130_fd_sc_hd__dfrtp_1 | 18 | 450.4
sky130_fd_sc_hd__inv_1 | 14 | 52.55
sky130_fd_sc_hd__and2_1 | 2 | 12.51
-- worst max-delay path: cells and delay by family, from the launching register on --
kind	cells	cell delay (ns)
AND/OR/NAND/NOR	2	0.64
adder cells (fa/ha/maj)	1	0.16
buffers and inverters	2	0.53
flip-flops	1	0.41
-- power groups by stage --
| stage | clock, mW | combinational [mW] | sequential (mW) |
|---|---|---|---|
| 4_1_cts | 0.0901 | 0.0110 | 0.157 |
| 5_1_grt | 0.0976 | 0.0120 | 0.157 |
| 6_report | 0.0873 | 0.0106 | 0.157 |
-- final cells by class --
| class | instances | area (um^2) |
|---|---|---|
| fillers | 821 | 5974 |
| flip-flops and latches | 27 | 686.9 |
| multi-input cells | 93 | 615.6 |
| repair buffers | 15 | 145.1 |
| well taps | 102 | 127.6 |
| inverters | 14 | 52.55 |
| clock buffers | 4 | 45.04 |
-- kinds of logic (layout without fill, tap and decap cells) --
group,count (synthesis),count (layout),share of synthesized area
muxes,3,3,0.02260
xor gates and xnor gates,2,2,0.01266
adders and majority gates,3,3,0.02713
buffers and inverters,19,33,0.05877
DFF,27,27,0.4964
AOI/OAI and AO/OA,33,33,0.1610
and+or+nand+nor,52,52,0.2215
-- cell usage in the layout, fill, tap and decap left out, types with 2 or more instances in the layout --
cell type and n:
sky130_fd_sc_hd__a21oi_1 4, sky130_fd_sc_hd__a21oi_2 6, sky130_fd_sc_hd__and2_1 2, sky130_fd_sc_hd__buf_4 2, sky130_fd_sc_hd__clkbuf_8 3, sky130_fd_sc_hd__clkdlybuf4s50_1 13
sky130_fd_sc_hd__dfrtp_1 18, sky130_fd_sc_hd__dfstp_2 9, sky130_fd_sc_hd__ha_1 3, sky130_fd_sc_hd__inv_1 14, sky130_fd_sc_hd__mux2i_1 2, sky130_fd_sc_hd__nand2_1 8
sky130_fd_sc_hd__nand3_1 13, sky130_fd_sc_hd__nand4_1 2, sky130_fd_sc_hd__nor2_1 8, sky130_fd_sc_hd__nor3_1 3, sky130_fd_sc_hd__nor3b_1 2, sky130_fd_sc_hd__o21ai_0 8
sky130_fd_sc_hd__o22ai_1 8, sky130_fd_sc_hd__or3_1 5
-- per-stage QoR --
stage / power (mW) / setup slack (ns) / area, um^2
after global placement: 0.1709 / 3.904 / 1628
final: 0.2549 / 3.595 / 1673
after global routing: 0.2667 / 3.412 / 1673
after detailed placement: 0.1707 / 3.895 / 1628
after floorplan: 0.1627 / 4.540 / 1384
after CTS: 0.2582 / 3.572 / 1673
Power is estimated from default activity; no workload was simulated.
